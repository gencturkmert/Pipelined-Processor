==> ./design.v <==
module regfile (input    logic clk, reset, we3, 
                input    logic[4:0]  ra1, ra2, wa3, 
                input    logic[31:0] wd3, 
                output   logic[31:0] rd1, rd2);
  logic [31:0] rf [31:0];
  always_ff @(negedge clk)
     if (we3) 
         rf [wa3] <= wd3;
  	 else if(reset)
       for (int i=0; i<32; i++) rf[i] = {32{1'b0}};	
  assign rd1 = (ra1 != 0) ? rf [ra1] : 0;
  assign rd2 = (ra2 != 0) ? rf[ ra2] : 0;
endmodule
==> ./run.sh <==
#!/bin/bash
# OpenROAD 26Q1-2900-gdf79404cd8, Yosys 0.63+post, stock flow scripts
make -C /OpenROAD-flow-scripts/flow DESIGN_CONFIG=/design/flow/config.mk WORK_HOME=/design/flow/orfs finish
==> ./config.mk <==
export PLATFORM = sky130hd
export DESIGN_NAME = regfile
export DESIGN_NICKNAME = regfile
export VERILOG_FILES = /design/flow/design.v
export SDC_FILE = /design/flow/constraint.sdc
export NUM_CORES = 4
export LEC_CHECK = 1
export CORE_UTILIZATION = 50
==> ./constraint.sdc <==
current_design regfile

set clk_period 83.6
set clk_io_pct 0.2

create_clock -name clk0 -period $clk_period [get_ports {clk}]

set non_clock_inputs [all_inputs -no_clocks]
set_input_delay [expr $clk_period * $clk_io_pct] -clock clk0 $non_clock_inputs
set_output_delay [expr $clk_period * $clk_io_pct] -clock clk0 [all_outputs]
==> COMMIT_EDITMSG <==
Refresh implementation metrics

- Fraction of layout instances using a drive strength above 1: ~12%
- The report lists the power per cell area as 21.73 nW/um^2.
* Outcome: finished clean
- Detailed placement ended at an HPWL of 123.9 mm.
- Hold timing on the final database bottoms out at a slack of about 0.46 ns.
- Total core area: 103500 sq um
- Post CTS Setup Buffer Count: 0
- The critical path runs through a total of 5 cells.
- Per the post-route antenna check, the number of violating nets is 0.
* Dominant register cell: sky130_fd_sc_hd__dfxtp_1
* Setup TNS: 0 ns
* Initial Utilization: 50.36%
- Counting along the longest clock path gives a buffer depth of 3.
* Setup repair after global routing missed its margin: no
- Reg-to-Reg Start: rf[22][25]
- Vias per cell: a little over 6
* Delay-heaviest family, CP: AND-OR/OR-AND gates
- Entering global routing, the biggest net connects 151 pins.
- Routed length per placed instance: 26.45 um
- Max FFs per register: 1024
- In this run the layout overhead on the synthesized area is reported as 18.46%.
- Clock latency on the worst-skew pair, taken at its later pin, is slightly above 0.7 ns.
* Die width: between 300 and 400 um
* Post-Synthesis Cell Area: 52120 sq um
* # port buffers: 113
- Clock-pin slew was measured on the worst setup and hold paths at about 0.030 ns.
- Resize count post-CTS: 0
* Register area share after synthesis: 39.33%
* Std cell rows: 118
- Worst IR Drop VDD: between 0.015 and 0.02 mV
- STA classifies the critical path endpoint as an output port.
* Critical path buffer and inverter count: 1
- Cells fill 59.66% of the core in the end.
* Post-Synthesis Mean Instance Area: ~8.6 sq um
- After clock tree synthesis, the flow added hold-fix buffers numbering 0.
* Number of cells traversed by the worst register-to-register path: 2
* Max stage delay on crit path: 0.90 ns
- Clock root cell: sky130_fd_sc_hd__clkbuf_16
- The via count of the first global-routing pass came to 50.90k.
- The CTS log lists the clock sinks for this run as roughly 1k.
- The final timing report counts setup violations totalling 0.
- For this run, the chip area from Yosys synthesis comes to 52120 sq um.
- Per the final timing report, the hold violations number 0.
* Cells along the critical path: mux4_2 -> mux2_2 -> a221oi_1 -> a2111oi_0 -> clkdlybuf4s50_1
- Buffers inserted during clock tree synthesis total 117.
* Maximum level of the CTS H-tree: 3
* Worst clock skew on the final layout: 0 ns
- According to the timing report, the critical path is captured at rd2[26].
* Routed via count: 51.78k
* Startpoint class of the critical path: flop
- Min-Delay Path Class: flop to flop
- Placed cell count: 7099
- Transition time at the pin with the least slew margin: 1.192 ns
* Tally of OpenROAD warnings: 1039
- The report shows a maximum critical-path fanout of 3.
* Total grt overflow: 0
- CTS tree: done
* # Max-Cap Violations: 0
- The synth_stat.txt file lists the number of cells as 6052.
- Tot GR Track Use: roughly 44%
* Total Die Area: 105500 sq um
- The post-synth count of flops with an enable pin is 0.
- Final count of pins violating max slew: 0
- Number of distinct library cells after synthesis: roughly 45
* Critical R2R Capture: rf[22][25]
- For this run, design rule violations remaining after detail routing come to 0.
- DR pass1 iterations: 19
- Die Span Y: 324.9 um
- 114 I/O pins were placed.
- According to the timing report, the data required time at the worst endpoint equals 66.88 ns.
- Final non-filler cell total: 8332
* Critical-path cell with the highest stage delay: sky130_fd_sc_hd__a221oi_1
* Data arrival time at the worst-slack endpoint: around 45 ns
- Global placement routability congestion: 0.9733
- Antenna violations before repair: 10
* Filler cells: slightly below 9k
* Setup slack of the worst register-to-register path: 82.92 ns
- Minimum setup slack in the final design: 21.71 ns
- Synth async-reset ratio: 0%
- Top Registers: rf: 1024 flops
- Critical path launch point: rf[31][26]
* Dominant logic cell type in the layout: sky130_fd_sc_hd__nand2_1
- Largest Register: rf
* Max_slew headroom: 19.70%
- Per the post-place timing report, worst setup slack is 21.34 ns.
- Detailed-route iteration 0 reported a violation count of 5639.
- The leakage component of the power was reported as 25.16 nW.
- The synthesized instance count is 6052.
- Summed over all layers, the routed wires come to 220.4 mm.
- By startpoint and endpoint, the worst setup path is classified as flop to output port.
- Flops & latches, synth: approximately 1k
* Commonest cells after routing, fill and taps aside: sky130_fd_sc_hd__nand2_1, sky130_fd_sc_hd__a21oi_1, sky130_fd_sc_hd__inv_1
* Global-route wire length before repair: approximately 320 mm
- Yosys Warn Count: 1
[metrics by stage]
| step | cell area [sq um] | power [mW] |
|---|---|---|
| 3_3_place_gp | 54050 | 0.7021 |
| 4_1_cts | 61740 | 1.350 |
| 6_report | 61750 | 1.342 |
| 3_5_place_dp | 54050 | 0.7030 |
| 2_1_floorplan | 52120 | 0.6587 |
| 5_1_grt | 61740 | 1.421 |
[where the power goes]
group / internal, mW / total, mW / switching [mW]
clock: 0.374 / 0.714 / 0.340
combinational: 0.0404 / 0.116 / 0.0758
sequential: 0.504 / 0.511 / 0.00785
[synthesized netlist by cell type, types with 3 or more instances]
master	count	share of area [%]
sky130_fd_sc_hd__or3b_2	3	0.050
sky130_fd_sc_hd__nor2b_1	67	0.80
sky130_fd_sc_hd__a2111oi_2	14	0.40
sky130_fd_sc_hd__buf_6	16	0.35
sky130_fd_sc_hd__or3b_1	3	0.050
sky130_fd_sc_hd__a2111oi_1	9	0.17
sky130_fd_sc_hd__a22o_1	45	0.76
sky130_fd_sc_hd__a211oi_1	79	1.1
sky130_fd_sc_hd__mux2_2	38	0.82
sky130_fd_sc_hd__nand3b_1	7	0.10
sky130_fd_sc_hd__and2_1	3	0.036
sky130_fd_sc_hd__nor2_1	35	0.25
sky130_fd_sc_hd__a221oi_1	6	0.10
sky130_fd_sc_hd__nand2_1	2085	15
sky130_fd_sc_hd__mux4_2	357	15
sky130_fd_sc_hd__a2111oi_0	10	0.17
sky130_fd_sc_hd__a21oi_1	1071	10
sky130_fd_sc_hd__o22ai_1	25	0.30
sky130_fd_sc_hd__buf_4	37	0.53
sky130_fd_sc_hd__dfxtp_1	1024	39
sky130_fd_sc_hd__nor3b_1	4	0.058
sky130_fd_sc_hd__and3_1	4	0.048
sky130_fd_sc_hd__nor4_1	32	0.38
sky130_fd_sc_hd__mux4_1	13	0.66
sky130_fd_sc_hd__buf_12	5	0.19
sky130_fd_sc_hd__o221ai_1	27	0.45
sky130_fd_sc_hd__buf_2	59	0.57
sky130_fd_sc_hd__clkbuf_1	489	3.5
sky130_fd_sc_hd__a22oi_1	91	1.3
sky130_fd_sc_hd__and3b_1	5	0.084
sky130_fd_sc_hd__nand3_1	5	0.048
sky130_fd_sc_hd__nor3_1	24	0.23
sky130_fd_sc_hd__buf_1	15	0.11
sky130_fd_sc_hd__o21ai_0	34	0.33
sky130_fd_sc_hd__mux2i_1	298	5.7
[worst min-delay path by stage]
| stage | slack (ns) | startpoint | endpoint | cells after the start |
|---|---|---|---|---|
| 4_1_cts | 0.46 | rf[9][8] | rf[9][8] | 2 |
| 5_1_grt | 0.48 | rf[9][8] | rf[9][8] | 2 |
| 6_report | 0.46 | rf[9][8] | rf[9][8] | 2 |
[area by class of cell]
type,instances,area [sq um],share of cell area [%]
Sequential cell,1024,20500,33.20
Timing Repair Buffer,289,2554,4.136
Multi-Input combinational cell,4405,29260,47.39
Clock inverter,1110,4667,7.558
Antenna cell,3,7.507,0.01216
Tap cell,1380,1727,2.796
Clock buffer,121,3028,4.904
[worst register-to-register path, cell delays in order (launching register included)]
cell                      delay [ns]
sky130_fd_sc_hd__dfxtp_1        0.37
sky130_fd_sc_hd__nand2_1        0.07
sky130_fd_sc_hd__a21oi_1        0.17
[kinds of logic (layout without fill, tap and decap cells)]
family | count (synthesis) | in the layout | share of synthesized area [%]
AOI/OAI and AO/OA | 1414 | 1414 | 15.46
buffers and inverters | 623 | 1520 | 5.303
DFF | 1024 | 1024 | 39.33
muxes | 706 | 706 | 22.62
other | 0 | 3 | 0
and+or+nand+nor | 2285 | 2285 | 17.28
[routing by layer]
layer  GRT usage [%]  routed length (um)
met5           1.812                 415
met2           59.03               93870
met4           20.23               11050
met3           27.68               36970
met1           55.37               78050
Power and IR drop assume default switching activity.
